`design/flow/config.mk`:
```
export PLATFORM = sky130hd
export DESIGN_NAME = part_2
export DESIGN_NICKNAME = part_2
export VERILOG_FILES = /design/flow/design.v
export SDC_FILE = /design/flow/constraint.sdc
export NUM_CORES = 4
export LEC_CHECK = 1
export CORE_UTILIZATION = 50
```
`design/flow/run.sh`:
```
#!/bin/bash
# OpenROAD 26Q1-2900-gdf79404cd8, Yosys 0.63+post, stock flow scripts
make -C /OpenROAD-flow-scripts/flow DESIGN_CONFIG=/design/flow/config.mk WORK_HOME=/design/flow/orfs finish
```
`design/flow/design.v`:
```
`timescale 1ns / 1ns
module part_2(SW, HEX0, CLOCK_50);
	input [3:0] SW;
	output [6:0] HEX0;
	input CLOCK_50;
	wire [27:0] rd0_out, rd1_out, rd2_out, rd3_out;
	reg Enable;
	wire [3:0] dc0_out;
	RateDivider rd00(CLOCK_50, rd0_out, SW[2], 1'b0, 28'b0000000000000000000000000000, SW[3]);
	RateDivider rd01(CLOCK_50, rd1_out, SW[2], 1'b1, 28'b0010111110101111000001111111, SW[3]);
	RateDivider rd10(CLOCK_50, rd2_out, SW[2], 1'b1, 28'b0101111101011110000011111111, SW[3]);
	RateDivider rd11(CLOCK_50, rd3_out, SW[2], 1'b1, 28'b1011111010111100000111111111, SW[3]);
	always @(*)
	begin
		case(SW[1:0])
			2'b00: Enable = (rd0_out == 28'b0000000000000000000000000000) ? 1'b1 : 1'b0;
			2'b01: Enable = (rd1_out == 28'b0000000000000000000000000000) ? 1'b1 : 1'b0;
			2'b10: Enable = (rd2_out == 28'b0000000000000000000000000000) ? 1'b1 : 1'b0;
			2'b11: Enable = (rd3_out == 28'b0000000000000000000000000000) ? 1'b1 : 1'b0;
			default: Enable = 1'b0;
		endcase
	end
	DisplayCounter dc0(CLOCK_50, dc0_out, SW[2], Enable);
	hxdisplay hx0(dc0_out, HEX0);
endmodule
module RateDivider(clk, Q, clear, enable, d, ParLoad);
	input clk, enable, clear, ParLoad;
	input [27:0] d;
	output [27:0] Q;
	reg [27:0] Q;
	always @(posedge clk)
	begin
		if(clear == 1'b0)
			Q <= 0;
		else if(ParLoad == 1'b1)
			Q <= d;
		else if(Q == 28'b0000000000000000000000000000)
			Q <= d;
		else if(enable == 1'b1)
			Q <= Q - 1'b1;
		else if(enable == 1'b0)
			Q <= Q;
	end
endmodule
module DisplayCounter(clk, Q, clear, enable);
	input clk, enable, clear;
	output [3:0] Q;
	reg [3:0] Q;
	always @(posedge clk)
	begin
		if(clear == 1'b0)
			Q <= 0;
		else if(enable == 1'b1)
			Q <= Q + 1'b1;
		else if(enable == 1'b0)
			Q <= Q;
	end
endmodule
module hxdisplay(hex_digit, segments);
    input [3:0] hex_digit;
    output reg [6:0] segments;
    always @(*)
        case (hex_digit)
            4'h0: segments = 7'b100_0000;
            4'h1: segments = 7'b111_1001;
            4'h2: segments = 7'b010_0100;
            4'h3: segments = 7'b011_0000;
            4'h4: segments = 7'b001_1001;
            4'h5: segments = 7'b001_0010;
            4'h6: segments = 7'b000_0010;
            4'h7: segments = 7'b111_1000;
            4'h8: segments = 7'b000_0000;
            4'h9: segments = 7'b001_1000;
            4'hA: segments = 7'b000_1000;
            4'hB: segments = 7'b000_0011;
            4'hC: segments = 7'b100_0110;
            4'hD: segments = 7'b010_0001;
            4'hE: segments = 7'b000_0110;
            4'hF: segments = 7'b000_1110;   
            default: segments = 7'h7f;
        endcase
endmodule
```
`design/flow/constraint.sdc`:
```
current_design part_2

set clk_period 9.3
set clk_io_pct 0.2

create_clock -name clk0 -period $clk_period [get_ports {CLOCK_50}]

set non_clock_inputs [all_inputs -no_clocks]
set_input_delay [expr $clk_period * $clk_io_pct] -clock clk0 $non_clock_inputs
set_output_delay [expr $clk_period * $clk_io_pct] -clock clk0 [all_outputs]
```
==> results.sh <==
# physical design summary
export IMPL_grt_pass1_wl_um=13010
export IMPL_hp_class="reg2reg"
export IMPL_fp_row_count=33
export IMPL_pwr_share_clk_pct=30.9
export IMPL_power_switching_uw=218.4
export IMPL_cap_violations=0
export IMPL_required_ns=9.56
export IMPL_cp_start_kind="input pin"
export IMPL_synthFlopType="dfxtp_1"
export IMPL_layout_top_cell="dfxtp_1"
export IMPL_cts_root_buf="clkbuf_8"
export IMPL_ys_flops=95
export IMPL_crit_path_max_incr_delay_ns=0.57
export IMPL_cts_tree="yes"
export IMPL_status="finished, final reports clean"
export IMPL_routed_wirelength_um=7637
export IMPL_area_leaders="dfxtp_1 (44%), xnor2_1 (8.9%), a21oi_1 (6.7%)"
export IMPL_tightest_slew_ns=0.7917
export IMPL_grt_use_total_pct=18.63
export IMPL_period_needed_ns=4.705
export IMPL_edf_count=0
export IMPL_p_sw_share_pct=27.08
export IMPL_synth_avg_cell_area_um2=8.947
export IMPL_p_total_uw=806.7
export IMPL_ys_types=48
export IMPL_drive_gt1_share_pct=7.585
export IMPL_drtIter0Drc=62
export IMPL_finalMaxSlewViolations=0
export IMPL_power_share_combinational_pct=12.8
export IMPL_cts_setup_buffers=0
export IMPL_fin_worst_skew_ns=0.01531
export IMPL_drtPass1Iterations=6
export IMPL_fill_cells=753
export IMPL_setup_viol=0
export IMPL_hold_violations=0
export IMPL_dp_cells=590
export IMPL_path_cells="clkdlybuf4s50_1 > or4_1 > or4_4 > a21oi_4 > xnor2_1 > nor2_1 > inv_1 > ha_1 > a211o_2 > o211a_1"
export IMPL_p_seq_share_pct=56.2
export IMPL_die_area_mm2=0.009037
export IMPL_viasPerCell=5.267
export IMPL_synth_area_mm2=0.004330
export IMPL_power_static_leakage_nw=1.671
export IMPL_antenna_found_initial=0
export IMPL_numCtsBuffers=9
export IMPL_syn_inst=484
export IMPL_hold_depth=1
export IMPL_antenna_cells=0
export IMPL_final_cells=606
export IMPL_layout_top_cells="dfxtp_1 (95), nor2_1 (63), a21oi_1 (58)"
export IMPL_synth_async_reset_ratio_pct=0
export IMPL_rr_worst_depth=10
export IMPL_h_tree_depth=3
export IMPL_path_depth=10
export IMPL_p_int_uw=588.2
export IMPL_drc_errors=0
export IMPL_synth_top_cell_by_area="dfxtp_1"
export IMPL_ys_cells=484
export IMPL_fp_util_pct=52.18
export IMPL_cts_hold_buf=0
export IMPL_netlist_area_leader_share_pct=43.92
export IMPL_grt_max_degree=61
export IMPL_crit_fanout=6
export IMPL_crit_path_top_delay_cell="or4_4"
export IMPL_area_growth_pct=9.073
export IMPL_clkTransAtPathRegs_ns=0.09
export IMPL_first_global_vias=2929
export IMPL_critPathKind="in2reg"
export IMPL_cp_end_kind="flip-flop"
export IMPL_fin_crit_sh_pct=50.59
export IMPL_num_vias=3192
export IMPL_core_mm2=0.008299
export IMPL_pin_count=12
export IMPL_cp_top_family="simple AND/OR/NAND/NOR gates"
export IMPL_p_per_area_mw_per_mm2=170.8
export IMPL_die_x_um=95.07
export IMPL_clockBufferDepth=2
export IMPL_clk_latency_ns=0.36
export IMPL_warning_count=31
export IMPL_postRouteAntennaNets=0
export IMPL_rsz0062_at_grt="no"
export IMPL_io_buffers=11
export IMPL_crit_buf_inv=2
export IMPL_routabilityCongestion=0.8217
export IMPL_setup_tns_final_ns=0
export IMPL_yosys_area_mm2=0.004330
export IMPL_cts_resized=0
export IMPL_fmaxAchievable_mhz=212.5
export IMPL_wl_per_cell_um=12.60
export IMPL_grt_overflow_total=0
export IMPL_hpwl_um=5150
export IMPL_cp_arrival_ns=4.96
export IMPL_ys_warn_count=4
export IMPL_yosysSeqAreaShare_pct=43.92
export IMPL_irDropWorstVdd_uv=103.4
export IMPL_clkSinkCount=95
export IMPL_slew_headroom_pct=46.74
export IMPL_die_h_um=95.07
==> stage by stage <==
step                      hold slack (ns)  worst slack [ns]  util (%)  area (um2)
after floorplan                    0.4327             4.899         -        4330
after global placement             0.4455             4.263     54.73        4542
after detailed placement           0.4487             4.231     54.73        4542
after CTS                          0.4606             4.624     56.91        4723
after global routing               0.4872             4.480     56.91        4723
final                              0.4601             4.595     56.91        4723
==> routing by layer <==
metal | vias up | wire (um) | track usage (%)
met1 | 1474 | 4001 | 28.15
met5 | - | 0 | 0
met4 | 0 | 98 | 2.399
li1 | 1690 | - | -
met3 | 7 | 190 | 3.974
met2 | 21 | 3346 | 29.11
==> power by group through the flow <==
stage	sequential [mW]	combinational (mW)	clock [mW]
4_1_cts	0.454	0.105	0.259
5_1_grt	0.458	0.117	0.279
6_report	0.454	0.104	0.249
==> cell usage after synthesis (2+ instances only) <==
cell type,n
a211oi_2,2
o22ai_1,3
nor4_1,14
or3_2,2
nor3b_1,4
nand3b_1,6
nor3_1,26
xor2_1,30
dfxtp_1,95
ha_1,11
a21oi_4,2
clkbuf_1,13
or4_1,6
nand2b_1,7
mux2i_1,5
o21ai_0,2
nor2_1,63
inv_1,13
nor2b_1,5
nand2_1,28
a31oi_1,3
nand4_1,4
or3_1,9
or4_4,3
a21oi_1,58
nand3_1,5
xnor2_1,44
==> area by class of cell <==
type,instances,area [um2],area share [%]
Multi-Input combinational cell,360,2310,48.90
Sequential cell,95,1902,40.26
Timing Repair Buffer,15,140.1,2.967
Clock buffer,10,137.6,2.914
Tap cell,105,131.4,2.781
Inverter,15,58.81,1.245
Clock inverter,6,43.79,0.9272
==> state kept, by name, summed over array words and instances, names as in the netlist <==
| register | cells |
|---|---|
| rd01.Q | 28 |
| rd10.Q | 28 |
| rd11.Q | 28 |
| HEX0 | 7 |
| dc0.Q | 4 |
==> path summary, 6_finish.rpt <==
path / start / endpoint / slack, ns
setup / recovery: SW[1] / HEX0[3] / 4.59
hold / removal: rd10.Q[0] / rd10.Q[0] / 0.46
setup reg to reg: rd01.Q[19] / HEX0[3] / 5.78
hold reg to reg: rd10.Q[0] / rd10.Q[0] / 0.46
==> cells by family after synthesis <==
kind of cell | Yosys count | share of synthesized area [%]
buffers and inverters | 29 | 2.745
and+or+nand+nor | 190 | 22.77
xor gates and xnor gates | 74 | 14.97
muxes | 6 | 1.502
AOI/OAI and AO/OA | 79 | 10.92
DFF | 95 | 43.92
adders and majority gates | 11 | 3.178
Power figures rest on the tool's default switching activity, not on a simulated workload.
